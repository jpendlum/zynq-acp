<file path="flow/design.v">
module axi_demux #
(
  C_AXIS_DATA_WIDTH = 64,
  C_ACTIVE_MASK = 4'b0011
)
(
  input                          clk,
  input                          rst,
  input [C_AXIS_DATA_WIDTH-1:0]  S_AXIS_TDATA,
  input                          S_AXIS_TVALID,
  input                          S_AXIS_TLAST,
  output                         S_AXIS_TREADY,
  output                         M_AXIS_TDATA0,
  output [C_AXIS_DATA_WIDTH-1:0] M_AXIS_TVALID0,
  input                          M_AXIS_TREADY0,
  output                         M_AXIS_TLAST0,
  output                         M_AXIS_TDATA1,
  output [C_AXIS_DATA_WIDTH-1:0] M_AXIS_TVALID1,
  input                          M_AXIS_TREADY1,
  output                         M_AXIS_TLAST1,
  output                         M_AXIS_TDATA2,
  output [C_AXIS_DATA_WIDTH-1:0] M_AXIS_TVALID2,
  input                          M_AXIS_TREADY2,
  output                         M_AXIS_TLAST2,
  output                         M_AXIS_TDATA3,
  output [C_AXIS_DATA_WIDTH-1:0] M_AXIS_TVALID3,
  input                          M_AXIS_TREADY3,
  output                         M_AXIS_TLAST3,
  input [1:0]                    dest
);
  reg [3:0] state;
  localparam IDLE = 4'b0000;
  localparam ST0  = 4'b0001;
  localparam ST1  = 4'b0010;
  localparam ST2  = 4'b0100;
  localparam ST3  = 4'b1000;
  always @ (posedge clk) begin
    if (rst)
      state <= IDLE;
    else
    case(state)
      IDLE:
        case (dest)
        2'b00: state <= ST0;
        2'b01: state <= ST1;
        2'b10: state <= ST2;
        2'b11: state <= ST3;
        endcase
      ST0, ST1, ST2, ST3:
        if(S_AXIS_TVALID & S_AXIS_TREADY & S_AXIS_TLAST)
          state <= IDLE;
      default:
        state <= IDLE;
    endcase
  end
 assign {M_AXIS_TVALID3, M_AXIS_TVALID2, M_AXIS_TVALID1, M_AXIS_TVALID0} = state & {4{S_AXIS_TVALID}};
 assign S_AXIS_TREADY = |(state & ({M_AXIS_TREADY3, M_AXIS_TREADY2, M_AXIS_TREADY1, M_AXIS_TREADY0} | ~C_ACTIVE_MASK));
 assign {M_AXIS_TLAST0, M_AXIS_TDATA0} = {S_AXIS_TLAST, S_AXIS_TDATA};
 assign {M_AXIS_TLAST1, M_AXIS_TDATA1} = {S_AXIS_TLAST, S_AXIS_TDATA};
 assign {M_AXIS_TLAST2, M_AXIS_TDATA2} = {S_AXIS_TLAST, S_AXIS_TDATA};
 assign {M_AXIS_TLAST3, M_AXIS_TDATA3} = {S_AXIS_TLAST, S_AXIS_TDATA};
endmodule
</file>
<file path="flow/run.sh">
#!/bin/bash
# OpenROAD 26Q1-2900-gdf79404cd8, Yosys 0.63+post, stock flow scripts
make -C /OpenROAD-flow-scripts/flow DESIGN_CONFIG=/design/flow/config.mk WORK_HOME=/design/flow/orfs finish
</file>
<file path="flow/config.mk">
export PLATFORM = sky130hd
export DESIGN_NAME = axi_demux
export DESIGN_NICKNAME = axi_demux
export VERILOG_FILES = /design/flow/design.v
export SDC_FILE = /design/flow/constraint.sdc
export NUM_CORES = 4
export LEC_CHECK = 1
export CORE_AREA = 10 10 138 138
export DIE_AREA = 0 0 148 148
</file>
<file path="flow/constraint.sdc">
current_design axi_demux

set clk_period 2.5
set clk_io_pct 0.2

create_clock -name clk0 -period $clk_period [get_ports {clk}]

set non_clock_inputs [all_inputs -no_clocks]
set_input_delay [expr $clk_period * $clk_io_pct] -clock clk0 $non_clock_inputs
set_output_delay [expr $clk_period * $clk_io_pct] -clock clk0 [all_outputs]
</file>
==> results_slide.txt <==
Synthesis and Place & Route Summary

Status
  – Status: completed

Synth
  – Mapped cell area: 2200 um^2
  – Post-synth area from yosys stat: 2200 um^2
  – Cells in synth_stat.txt: 290
  – Synth flops: 4
  – Yosys warning tally: 1
  – Syn_area_per_cell: 7.58 um^2
  – Synth Seq Share: 3.64%
  – Yosys cell types: 19
  – Gate Count Post-Synth: 290

Global route
  – Largest net degree at the start of global routing: 8
  – Initial antenna violation count: 0
  – Gr usage total: 3.00%
  – Remaining Overflow, GRT: 0
  – Vias in the first global route: 1214
  – First-pass GRT wire length: 5680 um

Placement
  – Hpwl dp: 4160 um
  – Port Buffers: 12
  – Post-placement cell area: 1580 um^2
  – GPL Wtd Cong: 0.669

Detailed routing
  – Drt pass-1 iters: 4
  – WL/cell: 8.42 um
  – Number of diodes: 0
  – DRC viols: 0
  – Total routed wirelength: 4310 um
  – Initial drt markers: 19
  – Via-to-Cell Ratio: 1.81
  – Post-route ant nets: 0
  – Vias: 929

Clock network
  – CTS hold repair buffers: 0
  – H-tree depth: 1
  – Max Buffers Root-to-Sink: 2
  – Clock root buffer: clkbuf_16
  – TritonCTS Buffers: 3
  – Clock latency on the worst-skew pair: 0.22 ns
  – Sink Count: 4
  – Post-CTS Setup Inserts: 0
  – Reg clk slew, reported paths: 0.03 ns
  – CTS tree: yes
  – Cts repair resizes: 0

Setup path
  – Setup crit end kind: output port
  – CP Data Required Time: 2.00 ns
  – Worst r2r src: state[1]
  – Crit path DAT: 1.68 ns
  – Worst setup SP type: input pin
  – R2R cell count: 3
  – CP peak stage delay: 0.41 ns
  – Critical path fanouts, max: 2
  – CP delay by family, top: buffers and inverters
  – WS Path Type: in -> out
  – CP most frequent cell: clkdlybuf4s50_1
  – Crit-path cells: clkdlybuf4s50_1, a211oi_1, nand2_1, clkdlybuf4s50_1
  – CP max-delay cell: clkdlybuf4s50_1
  – Worst path bufs/invs: 2
  – R2r endpoint: state[3]
  – FF-to-FF setup slack: 1.06 ns

Hold path
  – Worst Hold Depth: 2
  – Hold Path Class: reg -> reg
  – Hold EP: state[3]
  – Hold Crit Start: state[3]

Final layout
  – Comb area: 1100 um^2
  – Most flops, register: state
  – Largest registers: state: 4 flops
  – Final Util: 10.3%
  – Flop area: 80.1 um^2
  – Layout cells sized above 1: 1.35%
  – Most numerous logic cell after layout: conb_1
  – Most frequent cells in the layout: conb_1 (252), clkdlybuf4s50_1 (12), and2_1 (4), dfxtp_1 (4)
  – Max reg flops: 4
  – Final instance area: 1650 um^2
  – Area added between synthesis and finish: -24.8%
  – Fill count: 1911

STA
  – RSZ-0062 raised after global routing: no
  – Fin. Hold Viols: 0
  – Final setup violation count: 0
  – Fin. max-slew vios: 0
  – Final setup TNS: 0 ns
  – Setup clock skew after layout: 0.000800 ns
  – Crit path time final: 2.18 ns
  – Cycle use final: 87.2%
  – Fmax: 459 MHz

Floorplan
  – Die height: 148 um
  – Core area: 16000 um^2
  – Num rows: 46
  – Starting Density: 13.7%
  – Die X: 148 um
  – # IOs: 339
  – Die Size: 21900 um^2

Power
  – VDD IR max: 0.136 mV
  – PwrDens: 251 nW/um^2
  – Pleak: 0.985 nW

Job
  – Maximum Capacitance Violations: 0
  – Tally of OpenROAD warnings: 89
==> power breakdown <==
group | internal [W] | switching, W | total (W)
Combinational | 0.0000396 | 0.0000492 | 0.0000889
Sequential | 0.0000706 | 0.00000974 | 0.0000803
Clock | 0.000204 | 0.0000417 | 0.000246
Total | 0.000314 | 0.000101 | 0.000415
==> synth_stat cells <==
cell	count	area, um^2
o22ai_1	2	12.5
nand2_1	3	11.3
inv_1	3	11.3
dfxtp_1	4	80.1
nor2_1	1	3.75
and2_1	4	25.0
nand3b_1	1	7.51
conb_1	1	3.75
a41oi_1	1	8.76
xnor2_1	1	8.76
o32ai_1	2	17.5
o21ai_0	1	5.00
nand3_1	1	5.00
or4b_4	1	13.8
buf_4	260	1950
a211oi_1	1	7.51
nor3_1	1	5.00
or4b_1	1	10.0
o311a_1	1	10.0
==> area by class of cell <==
cell class	instances	share of cell area, %
clock buffers	3	4.54
inverters	3	0.681
flip-flops and latches	4	4.84
multi-input cells	274	66.3
repair buffers	12	7.26
well taps	216	16.3
==> worst max-delay path by stage <==
stage / cells after the start / end / startpoint
global route: 4 / S_AXIS_TREADY / M_AXIS_TREADY0
finish: 4 / S_AXIS_TREADY / M_AXIS_TREADY0
CTS: 4 / S_AXIS_TREADY / M_AXIS_TREADY0
==> layer usage <==
layer | up-vias | global-route usage [%] | share of wire [%]
met1 | 387 | 2.68 | 34
met2 | 141 | 5.41 | 50
li1 | 397 | - | -
met3 | 4 | 2.11 | 15
met5 | - | 0 | 0
met4 | 0 | 0.545 | 1.3
==> per-stage QoR <==
| step | std cells | hold slack [ns] | power, W | worst slack (ns) |
|---|---|---|---|---|
| 2_1_floorplan | 541 | 0.519 | 0.000396 | 1.18 |
| 3_3_place_gp | 509 | 0.569 | 0.000181 | 0.307 |
| 3_5_place_dp | 509 | 0.565 | 0.000180 | 0.307 |
| 4_1_cts | 512 | 0.568 | 0.000429 | 0.307 |
| 5_1_grt | 512 | 0.609 | 0.000454 | 0.282 |
| 6_report | 512 | 0.572 | 0.000415 | 0.321 |
==> tightest hold or removal path: stages (launching register included) <==
cell     delay (ns)
dfxtp_1        0.35
inv_1          0.07
o32ai_1        0.08
==> logic make-up after synthesis <==
family          synth area share (%)
compound gates                  2.79
xor+xnor                       0.398
buf+inv                         89.3
flops                           3.64
other cells                    0.171
simple gates                    3.70
Power is estimated from default activity; no workload was simulated.

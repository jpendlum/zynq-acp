--- run.sh ---
#!/bin/bash
# OpenROAD 26Q1-2900-gdf79404cd8, Yosys 0.63+post, stock flow scripts
make -C /OpenROAD-flow-scripts/flow DESIGN_CONFIG=/design/flow/config.mk WORK_HOME=/design/flow/orfs finish
--- config.mk ---
export PLATFORM = sky130hd
export DESIGN_NAME = axi4_lite_slave
export DESIGN_NICKNAME = axi4_lite_slave
export VERILOG_FILES = /design/flow/design.v
export SDC_FILE = /design/flow/constraint.sdc
export NUM_CORES = 4
export LEC_CHECK = 1
export CORE_AREA = 10 10 178 178
export DIE_AREA = 0 0 188 188
--- constraint.sdc ---
current_design axi4_lite_slave

set clk_period 5.3
set clk_io_pct 0.2

create_clock -name clk0 -period $clk_period [get_ports {S_AXI_ACLK}]

set non_clock_inputs [all_inputs -no_clocks]
set_input_delay [expr $clk_period * $clk_io_pct] -clock clk0 $non_clock_inputs
set_output_delay [expr $clk_period * $clk_io_pct] -clock clk0 [all_outputs]
--- design.v ---
module axi4_lite_slave
#(
  parameter C_BASEADDR         = 32'h40000000,
  parameter C_HIGHADDR         = 32'h4001ffff,
  parameter C_S_AXI_ADDR_WIDTH = 32,
  parameter C_S_AXI_DATA_WIDTH = 32
)
(
  input                              S_AXI_ACLK,
  input                              S_AXI_ARESETN,
  input  [C_S_AXI_ADDR_WIDTH-1:0]    S_AXI_ARADDR,
  input                              S_AXI_ARVALID,
  output                             S_AXI_ARREADY,
  output [C_S_AXI_DATA_WIDTH-1:0]    S_AXI_RDATA,
  output [1:0]                       S_AXI_RRESP,
  output                             S_AXI_RVALID,
  input                              S_AXI_RREADY,
  input [C_S_AXI_ADDR_WIDTH-1:0]     S_AXI_AWADDR,
  input                              S_AXI_AWVALID,
  output                             S_AXI_AWREADY,
  input [C_S_AXI_DATA_WIDTH-1:0]     S_AXI_WDATA,
  input [(C_S_AXI_DATA_WIDTH/8)-1:0] S_AXI_WSTRB,
  input                              S_AXI_WVALID,
  output                             S_AXI_WREADY,
  output [1:0]                       S_AXI_BRESP,
  output                             S_AXI_BVALID,
  input                              S_AXI_BREADY,
  output reg [C_S_AXI_DATA_WIDTH-1:0] set_addr,
  output reg [C_S_AXI_DATA_WIDTH-1:0] set_data,
  output                              set_stb,
  output reg [C_S_AXI_DATA_WIDTH-1:0] get_addr,
  input      [C_S_AXI_DATA_WIDTH-1:0] get_data,
  output                              get_stb
);
  localparam STATE_RD_GET_ADDR = 0;
  localparam STATE_RD_READ     = 1;
  localparam STATE_RD_GET_DATA = 2;
  reg [1:0] rd_state;
  always @(posedge S_AXI_ACLK) begin
    if (!S_AXI_ARESETN) begin
      rd_state  <= STATE_RD_GET_ADDR;
      get_addr <= 0;
    end
    else case (rd_state)
    STATE_RD_GET_ADDR: begin
      if (S_AXI_ARVALID && S_AXI_ARREADY) begin
        get_addr <= (S_AXI_ARADDR - C_BASEADDR);
        rd_state <= STATE_RD_READ;
      end
    end
    STATE_RD_READ: begin
        rd_state <= STATE_RD_GET_DATA;
    end
    STATE_RD_GET_DATA: begin
      if (S_AXI_RVALID && S_AXI_RREADY)
        rd_state <= STATE_RD_GET_ADDR;
    end
    default: rd_state <= STATE_RD_GET_ADDR;
    endcase
  end
  assign get_stb       = (rd_state == STATE_RD_GET_DATA);
  assign S_AXI_RDATA   = get_data;
  assign S_AXI_ARREADY = (rd_state == STATE_RD_GET_ADDR);
  assign S_AXI_RVALID  = (rd_state == STATE_RD_GET_DATA);
  assign S_AXI_RRESP   = 0;
  localparam STATE_WR_GET_ADDR = 0;
  localparam STATE_WR_GET_DATA = 1;
  localparam STATE_WR_WRITE    = 2;
  reg [1:0] wr_state;
  always @(posedge S_AXI_ACLK) begin
    if (!S_AXI_ARESETN) begin
      wr_state   <= STATE_WR_GET_ADDR;
      set_addr <= 0;
      set_data <= 0;
    end
    else case (wr_state)
    STATE_WR_GET_ADDR: begin
      if (S_AXI_AWVALID && S_AXI_AWREADY) begin
        set_addr  <= (S_AXI_AWADDR - C_BASEADDR);
        wr_state  <= STATE_WR_GET_DATA;
      end
    end
    STATE_WR_GET_DATA: begin
      if (S_AXI_WVALID && S_AXI_WREADY) begin
        set_data <= S_AXI_WDATA;
        wr_state <= STATE_WR_WRITE;
      end
    end
    STATE_WR_WRITE: begin
      wr_state <= STATE_WR_GET_ADDR;
    end
    default: wr_state <= STATE_WR_GET_ADDR;
    endcase
  end
  assign set_stb = (wr_state == STATE_WR_WRITE);
  assign S_AXI_AWREADY = (wr_state == STATE_WR_GET_ADDR);
  assign S_AXI_WREADY  = (wr_state == STATE_WR_GET_DATA);
  assign S_AXI_BRESP   = 0;
  assign S_AXI_BVALID  = S_AXI_BREADY;
endmodule
==> results_dict.tcl <==
# collected from the flow reports
set metrics [dict create \
    grt_pass1_wl_mm 23.2 \
    rrSetupSlack_ns 3.94 \
    proportion_of_layout_cells_with_a_drive_suffix_above_1 0.204 \
    diodes 0 \
    numClockSinks 102 \
    worst_skew_pair.late_latency_ns 0.35 \
    final_cells 1010 \
    endpoint_of_the_worst_slack_reg_to_reg_timing_path "get_addr[30]" \
    timing.critical_path.from "S_AXI_ARESETN" \
    final.setup.tns_ns 0 \
    total_of_warnings_raised_by_yosys 1 \
    dpl.hpwl_mm 10.4 \
    drt_iter0_drc 214 \
    synth-seq-cells 102 \
    htreeDepth 3 \
    post_dp_cell_area_um2 6640 \
    grt_use_total 0.0827 \
    postRouteWirelength_mm 15.2 \
    die-height_um 188 \
    cts_hold_buf 0 \
    max_slew.worst_pin.slew_ns 0.722 \
    final_core_util 0.251 \
    hold_path.class "flip-flop to flip-flop" \
    vias_in_the_first_global_route 3807 \
    count_of_tool_warnings 29 \
    ioPinCount 278 \
    finalCriticalPeriod_ns 3.01 \
    post_synth_main_area_contributors "dfxtp_1, a21bo_2, nand3_1" \
    rr_startpoint "rd_state[0]" \
    ir_drop_mv 0.135 \
    cp.arrival_ns 3.25 \
    reg2reg_depth 3 \
    power-per-cell-area_nw_per_um2 268 \
    timing.critical_path.required_ns 5.53 \
    tritoncts "yes" \
    whs_endpoint "rd_state[1]" \
    dp.cells 994 \
    core_region_area_um2 27800 \
    synth.yosys.num_cells 493 \
    min_delay_path_depth 1 \
    relSlewSlack 0.519 \
    largest_area_cell "dfxtp_1" \
    synth_cells 493 \
    finalSetupViolations 0 \
    yosysChipArea_um2 4670 \
    port-buffer-count 203 \
    remaining_drc_errors 0 \
    clock-skew-final_ns 0.00569 \
    max-cap-violations 0 \
    yosysUniqueCellTypes 25 \
    grt_overflow 0 \
    cts.reportedPaths.clkPinSlew_ns 0.08 \
    grt_antenna_before_repair 0 \
    run_status "finished, final reports clean" \
    slew_violations 0 \
    synth_area_um2 4670 \
    clock.fmax_mhz 332 \
    yosysSeqAreaShare 0.437 \
    floorplan.die_area_um2 35300 \
    routability_congestion 0.722 \
    cts-root-to-sink-buffers 2 \
    tritoncts.num_buffers 9 \
    critPathLaunchType "input pin" \
    finished_layout_cell_area_um2 6970 \
    cts_root_buf "clkbuf_16" \
    leakagePower_uw 0.00244 \
    synthDominantCellAreaShare 0.437 \
    post_cts_resized 0 \
    routed_via_density 3.87 \
    routed_wire_length_per_instance_um 15.1 \
    grt_setup_unrepaired "no" \
    critical_path.endpoint_type "flip-flop" \
    cts_setup_buffers 0 \
    fin_crit_sh 0.568 \
    timing.final.hold_violations 0 \
    die-width_um 188 \
    worst_hold_startpoint "rd_state[2]" \
    layout-area-overhead-vs-synth_pct 49.2 \
    worst-path-max-fanout 57 \
    initial_core_util 0.168 \
    grt_max_degree 67 \
    routed-via-count 3910 \
    rows 61 \
    dr.pass1.iters 4 \
    synth_area_per_cell_um2 9.47 \
    detail-route-antenna-nets 0 \
    worstSetupPathType "input pin to flip-flop" \
]
-- synth_stat cells --
cell	instances
dfxtp_1	102
nand3_1	93
a21bo_2	92
a21oi_1	86
buf_4	45
buf_2	26
clkbuf_1	11
a21oi_2	8
buf_6	8
and2_1	2
and3_1	2
inv_1	2
nand2_1	2
nor2b_1	2
o21a_1	2
a211o_1	1
a211oi_1	1
a221o_1	1
a22o_1	1
a311oi_1	1
conb_1	1
inv_2	1
o22ai_1	1
xnor2_1	1
xor2_1	1
-- critical path: stages --
cell,delay [ns]
clkdlybuf4s50_1,0.75
clkinv_2,0.68
buf_12,0.43
a211o_1,0.26
-- sequential cells by signal, summed over array words and instances, names as in the netlist --
| register | flops |
|---|---|
| get_addr | 32 |
| set_addr | 32 |
| set_data | 32 |
| rd_state | 3 |
| wr_state | 3 |
-- where the power goes --
part,switching (uW),internal [uW]
clock,314,429
sequential,16.7,806
combinational,117,186
-- metrics by stage --
stage | setup WS [ns] | total power, uW | hold slack [ns]
global placement | 1.88 | 1150 | 0.435
floorplan | 3.08 | 988 | 0.394
finish | 2.29 | 1870 | 0.450
global route | 2.16 | 1970 | 0.477
CTS | 2.26 | 1920 | 0.457
detailed placement | 1.88 | 1150 | 0.438
-- per-layer routing --
layer	GRT usage	routed length, um	up-vias
li1	-	-	1962
met1	0.108	6680	1788
met2	0.127	6880	136
met3	0.0356	1390	24
met4	0.0123	252	0
met5	0	0	-
-- final cells by class --
cell class | count | area, um2
fill | 3024 | 20800
timing repair buffer | 210 | 2080
sequential | 102 | 2050
multi-input combinational | 301 | 2030
tap | 378 | 473
clock buffer | 11 | 243
clock inverter | 5 | 82.6
inverter | 3 | 12.5
-- cells in the final DEF, fill, tap and decap left out, drive strengths merged --
cell type,count
clkinv,4
bufinv,2
conb,4
and3,2
a21bo,92
xor2,1
inv,2
buf,10
nand3,93
xnor2,1
nor2b,2
a311oi,1
nand2,2
o21a,2
a221o,1
a21oi,94
a211oi,1
a211o,1
clkbuf,11
clkdlybuf4s50,200
a22o,1
o22ai,1
dfxtp,102
and2,2
-- logic make-up after synthesis --
logic type | synth area share
AOI/OAI and AO/OA | 0.318
DFF | 0.437
and+or+nand+nor | 0.109
buffers and inverters | 0.131
xor gates and xnor gates | 0.00375
other | 0.000803
-- how the worst max path moves through the flow --
stage             end  slack [ns]  depth (start not counted)
4_1_cts   wr_state[0]        2.26                          4
6_report  wr_state[0]        2.29                          4
5_1_grt   wr_state[0]        2.16                          4
No activity file was given, so power comes from the tool's default toggle rates.

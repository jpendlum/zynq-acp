[./run.sh]
#!/bin/bash
# OpenROAD 26Q1-2900-gdf79404cd8, Yosys 0.63+post, stock flow scripts
make -C /OpenROAD-flow-scripts/flow DESIGN_CONFIG=/design/flow/config.mk WORK_HOME=/design/flow/orfs finish
[./config.mk]
export PLATFORM = sky130hd
export DESIGN_NAME = global_settings
export DESIGN_NICKNAME = global_settings
export VERILOG_FILES = /design/flow/design.v
export SDC_FILE = /design/flow/constraint.sdc
export NUM_CORES = 4
export LEC_CHECK = 1
export CORE_UTILIZATION = 40
[./constraint.sdc]
current_design global_settings

set clk_period 6.6
set clk_io_pct 0.2

create_clock -name clk0 -period $clk_period [get_ports {clk}]

set non_clock_inputs [all_inputs -no_clocks]
set_input_delay [expr $clk_period * $clk_io_pct] -clock clk0 $non_clock_inputs
set_output_delay [expr $clk_period * $clk_io_pct] -clock clk0 [all_outputs]
[./design.v]
module global_settings
#(
  parameter C_DATAWIDTH = 32,
  parameter C_ADDRWIDTH = 32,
  parameter C_PAGEWIDTH = 12,
  parameter C_S2H_NUM_STREAMS = 2,
  parameter C_H2S_NUM_STREAMS = 2
)
(
  input clk,
  input rst,
  input [C_DATAWIDTH-1:0]      set_data,
  input                        set_stb,
  input [C_ADDRWIDTH-1:0]      set_addr,
  output reg [C_DATAWIDTH-1:0] get_data,
  input [C_ADDRWIDTH-1:0]      get_addr,
  output                       soft_reset,
  output [4:0]                 aruser,
  output [3:0]                 arcache,
  output [4:0]                 awuser,
  output [3:0]                 awcache
);
  reg [C_DATAWIDTH-1:0] _aruser;
  reg [C_DATAWIDTH-1:0] _arcache;
  reg [C_DATAWIDTH-1:0] _awuser;
  reg [C_DATAWIDTH-1:0] _awcache;
  reg [C_DATAWIDTH-1:0]  counter;
  always @(posedge clk) begin
    if (rst)
      counter <= 0;
    else
      counter <= counter + 1;
  end
  localparam [C_DATAWIDTH-1:0] signature = 32'hace0ba53;
  wire [C_PAGEWIDTH-3:0] set_addr_aligned = set_addr[C_PAGEWIDTH-1:2];
  wire write_reset   = set_stb && (set_addr_aligned == 0);
  wire write_aruser  = set_stb && (set_addr_aligned == 1);
  wire write_arcache = set_stb && (set_addr_aligned == 2);
  wire write_awuser  = set_stb && (set_addr_aligned == 3);
  wire write_awcache = set_stb && (set_addr_aligned == 4);
  always @(posedge clk) begin
    if (rst) begin
      _aruser  <= 5'b11111;
      _arcache <= 4'b1111;
      _awuser  <= 5'b11111;
      _awcache <= 4'b1111;
    end
    else if (write_aruser)   _aruser  <= set_data[4:0];
    else if (write_arcache)  _arcache <= set_data[3:0];
    else if (write_awuser)   _awuser  <= set_data[4:0];
    else if (write_awcache)  _awcache <= set_data[3:0];
  end
  wire [C_PAGEWIDTH-3:0] get_addr_aligned = get_addr[C_PAGEWIDTH-1:2];
  wire read_sig      = (get_addr_aligned == 0);
  wire read_aruser   = (get_addr_aligned == 1);
  wire read_arcache  = (get_addr_aligned == 2);
  wire read_awuser   = (get_addr_aligned == 3);
  wire read_awcache  = (get_addr_aligned == 4);
  wire read_s2h_nstr = (get_addr_aligned == 5);
  wire read_h2s_nstr = (get_addr_aligned == 6);
  wire read_counter  = (get_addr_aligned == 7);
  always @* begin
    if(read_sig) get_data <= signature;
    else if (read_aruser)  get_data <= {27'h0, _aruser};
    else if (read_arcache) get_data <= {26'h0, _arcache};
    else if (read_awuser)  get_data <= {27'h0, _awuser};
    else if (read_awcache) get_data <= {28'h0, _awcache};
    else if (read_s2h_nstr)get_data <= C_S2H_NUM_STREAMS;
    else if (read_h2s_nstr)get_data <= C_H2S_NUM_STREAMS;
    else if (read_counter) get_data <= counter;
    else get_data <= 32'h01234567;
  end
  assign soft_reset = write_reset;
  assign aruser  = _aruser;
  assign arcache = _arcache;
  assign awuser  = _awuser;
  assign awcache = _awcache;
endmodule
==> results_slide.txt <==
Physical Implementation Snapshot

Worst setup path
  – R2R Path Start: counter[3]
  – CP Launch Point: get_addr[3]
  – Worst setup EP type: output pin
  – CP arrival: between 3 and 4 ns
  – Startpoint Class: primary input
  – Most used cell, CP: clkdlybuf4s50_1
  – CP cell instances: clkdlybuf4s50_1 > and3_1 > nand2_1 > a21oi_1 > clkdlybuf4s50_1
  – Slowest stage cell on the critical path: and3_1
  – Maximum fanout along the worst path: 27
  – Critical Path RT: 5.28 ns
  – WS Path Type: primary input to output pin
  – Worst path max stage delay: 0.83 ns

Worst hold path
  – Startpoint of the worst hold path: counter[0]
  – HP Class: flip-flop to flip-flop

Routing
  – Residual DRC: 0
  – DRT Pass-1 Iters: 4
  – Vias per Instance: approximately 5.7
  – First DRT Iteration DRCs: between 100 and 150
  – Post-route antenna net violation count: 0
  – DRT Wirelength: about 7.6 mm
  – Via total after detailed routing: 2817
  – Wire length per cell after detailed routing: 15.4 um
  – Diode count: 0

Synth
  – Yosys synthesis warning count: 1
  – Ys flops: 50
  – YS chip area: 2780 um^2
  – Register share after synthesis: 36.0%
  – Count leader, synth: dfxtp_1
  – Cells after Synth: 353
  – Mapped cell area: 2780 um^2
  – Ys cells: around 350
  – Number of enable flip-flop cells: 0
  – Synth unique cells: 49
  – Synth cell count leaders: 50 x dfxtp_1, 46 x nand2_1, 38 x nand3_1, 32 x a21oi_1, 22 x o21ai_0
  – Mean Syn Cell Area: about 8 um^2
  – Post-synth ARST share: 0%
  – Top-area cell share: 36.0%
  – Synth top area cells: dfxtp_1 36%, nand3_1 6.8%, nand2_1 6.2%, a21oi_1 5.8%, o21ai_0 4.0%
  – Main flop type after synthesis: dfxtp_1
  – Post-synth top area cell: dfxtp_1

Clock tree
  – Latency at later pin: about 0.31 ns
  – CTS root buf: clkbuf_8
  – CTS Buffer Depth: 2
  – TritonCTS Buffers: 5
  – H-tree lvl count: 2
  – Clk slew on worst S/H paths: 0.09 ns
  – CTS tree: yes
  – Post-CTS setup buffers: 0
  – Hold Buf Count CTS: 0
  – # resized after CTS: 0
  – Clock sink count: 50

Global route
  – GRT overflow: 0
  – Largest net degree at the start of global routing: 39
  – GRT Resource Usage Total: 21.6%
  – Initial antenna violation count: 0
  – Vias in the first global route: roughly 2500
  – First-pass GRT wire length: 12.3 mm

Floorplan
  – Core Util at FP: 41.1%
  – Row count: 30
  – Num ports: 150
  – Core ar.: just under 7000 um^2
  – Die ar.: 7290 um^2
  – Chip height: 85.4 um
  – Die Span X: 85.4 um

Finish
  – Layout Area Growth over Synthesis: 31.6%
  – Register Area: 1000 um^2
  – Layout cells sized above 1: 4.33%
  – Logic cell area: 1640 um^2
  – Filler instances: 630
  – Final std cells w/o fill: 496

Timing
  – Relative slew slack: a little over two fifths
  – Min Tclk post-route: 5.10 ns
  – Final slew viol count: 0
  – Final hold vios: 0
  – Worst Skew: 0.00843 ns
  – Final period utilization: 77.2%
  – Fmax: 0.196 GHz
  – Hold_ws: 0.465 ns
  – Unrepaired setup endpoints after global routing: no
  – Worst Tran Pin Value: 0.875 ns
  – Final setup fails: 0
  – Fin Setup TNS: 0 ns

Placed design
  – Port Buf Inserts: roughly 80
  – Routability congestion estimate: 0.893
  – Post-placement cell count: 488
  – HPWL after DPL: 5.44 mm

Power and ir drop
  – LEAKAGE: 0.00118 uW
  – Worst VDD drop: between 0.00007 and 0.00008 V
  – PD cells: 155 nW/um^2

Run
  – Count of tool warnings: 96
  – Max Cap Violations: 0

Run status
  – Status: complete, no violations
==> sequential cells by signal, summed over array words and instances, names as in the netlist <==
register / flops
_arcache: 4
_aruser: 5
_awcache: 4
_awuser: 5
counter: 32
==> power breakdown <==
part	total, uW	internal [uW]	switching (uW)
combinational	45.2	22.2	23.0
clock	216	114	102
sequential	305	303	1.83
==> metal layers <==
metal	GRT usage (%)	up-vias	wire [um]
li1	-	1436	-
met1	34.7	1296	3820
met3	4.15	8	438
met2	32.4	77	3300
met5	0	-	0
met4	1.82	0	71
==> cell families after synthesis <==
logic type / after synthesis / synth area share, %
AND/OR/NAND/NOR: 171 / 34.1
AND-OR/OR-AND: 82 / 18.1
flip-flops: 50 / 36.0
buffers and inverters: 31 / 5.13
multiplexers: 10 / 3.74
XOR/XNOR: 8 / 2.52
adder cells (fa/ha/maj): 1 / 0.450
==> area by class of cell <==
class,count,area share [%]
tap,80,2.74
clock inverter,1,0.821
multi-input combinational,272,44.7
clock buffer,7,2.09
sequential,50,27.4
timing repair buffer,79,21.5
inverter,7,0.718
==> metrics by stage <==
| stage | instance area, um^2 | power (uW) | utilization (%) | setup WS [ns] |
|---|---|---|---|---|
| global placement | 3550 | 356 | 52.6 | 1.52 |
| global route | 3660 | 590 | 54.1 | 1.33 |
| finish | 3660 | 566 | 54.1 | 1.50 |
| detailed placement | 3550 | 357 | 52.6 | 1.50 |
| floorplan | 2780 | 331 | - | 2.98 |
| CTS | 3660 | 572 | 54.1 | 1.49 |
==> cell usage in the layout (no fill, tap or decap), types with 2 or more instances in the layout <==
cell type / netlist / routed
clkbuf_8: 0 / 5
nand4_1: 7 / 7
nor3b_2: 2 / 2
nand3_1: 38 / 38
or3_1: 9 / 9
inv_1: 7 / 7
nor3_1: 3 / 3
or3_2: 2 / 2
a21boi_0: 4 / 4
clkbuf_1: 16 / 2
and4b_1: 2 / 2
nand2_1: 46 / 46
xnor2_1: 6 / 6
o31ai_1: 10 / 10
nor2_1: 13 / 13
nor2b_1: 5 / 5
a21oi_1: 32 / 32
and2_1: 2 / 2
mux2i_1: 7 / 7
o21ai_0: 22 / 22
xor2_1: 2 / 2
nor4_1: 7 / 7
clkdlybuf4s50_1: 0 / 78
dfxtp_1: 50 / 50
or4_1: 10 / 10
and3_1: 12 / 12
mux2_2: 2 / 2
a311o_1: 4 / 4
and4_1: 5 / 5
a221oi_1: 2 / 2
==> worst max-delay path: cells and delay by family <==
family,cells,cell delay [ns]
AOI/OAI and AO/OA,1,0.17
buffers and inverters,2,1.29
and+or+nand+nor,2,0.99
==> path summary, 6_finish.rpt <==
path / end / slack [ns] / cells after the start
worst min register to register: counter[0] / 0.47 / 1
worst min-delay path: counter[0] / 0.47 / 1
worst max register to register: counter[26] / 4.36 / 4
worst max-delay path: get_data[31] / 1.50 / 5
Power figures rest on the tool's default switching activity, not on a simulated workload.
